==> flow/design.v <==
module D_S_detector(
	input clk,
	input reset,
	input signed [7:0] din,
	output reg [5:0] D,
	output reg [4:0] S,
	output reg valid
);
	reg signed [7:0] prev_din;
	reg [5:0] s_count;
	reg prev_sign;
	initial begin
    	prev_din = 8'h00;
    	s_count = 6'h00;
    	prev_sign = 1'b0;
    	D = 6'h00;
    	S = 5'h00;
    	valid = 1'b0;
	end
	always @(posedge clk or posedge reset) begin
    	if (reset) begin
        	prev_din <= 8'h00;
        	s_count <= 6'h00;
        	prev_sign <= 1'b0;
        	D <= 6'h00;
        	S <= 5'h00;
        	valid <= 1'b0;
    	end else begin
        	if ((din[7] != prev_din[7]) && (din != 8'h00)) begin
            	D <= {5'b0, prev_sign};
            	S <= s_count[4:0];
            	valid <= 1'b1;
                s_count <= 6'h01;
                prev_sign <= din[7];
        	end else begin
                s_count <= s_count + 1'b1;
            	valid <= 1'b0;
        	end
        	prev_din <= din;
    	end
	end
endmodule
module tespar(
input clk,
input reset,
input signed [7:0] din,
output [4:0] code,
output valid
 );
 wire detect_valid;
 wire [5:0] D;
 wire [4:0] S;
 D_S_detector a1(clk,reset,din,D,S,detect_valid);
 tespar_lookup a2(D,S,detect_valid,code,valid);
endmodule
module tespar_lookup(
input [5:0] D,
input [4:0] S,
input valid,
output [4:0] code,
output valid_lookup
);
reg [4:0] code;
always @(*) begin
case (D)
1: code = 1;
2: code = 2;
3: code = 3;
4: code = 4;
5: code = 5;
6: code = 6;
7: code = 6;
8: begin
case(S)
0: code = 7;
default: code = 8;
endcase
end
9:begin
case(S)
0: code = 7;
default: code = 8;
endcase
end
10:begin
case(S)
0: code = 7;
default: code = 8;
endcase
end
11:begin
case(S)
0: code = 9;
default: code = 10;
endcase
end
12:begin
case(S)
0: code = 9;
default: code = 10;
endcase
end
13:begin
case(S)
0: code = 9;
default: code = 10;
endcase
end
14:begin
case(S)
0: code = 11;
1: code = 12;
default: code = 13;
endcase
end
15:begin
case(S)
0: code = 11;
1: code = 12;
default: code = 13;
endcase
end
16:begin
case(S)
0: code = 11;
1: code = 12;
default: code = 13;
endcase
end
17:begin
case(S)
0: code = 11;
1: code = 12;
default: code = 13;
endcase
end
18:begin
case(S)
0: code = 11;
1: code = 12;
default: code = 13;
endcase
end
19:begin
case(S)
0: code = 14;
1: code = 15;
2: code = 16;
default: code = 17;
endcase
end
20:begin
case(S)
0: code = 14;
1: code = 15;
2: code = 16;
default: code = 17;
endcase
end
21:begin
case(S)
0: code = 14;
1: code = 15;
2: code = 16;
default: code = 17;
endcase
end
22:begin
case(S)
0: code = 14;
1: code = 15;
2: code = 16;
default: code = 17;
endcase
end
23:begin
case(S)
0: code = 14;
1: code = 15;
2: code = 16;
default: code = 17;
endcase
end
24:begin
case(S)
0: code = 18;
1: code = 19;
2: code = 20;
3: code = 21;
default: code = 22;
endcase
end
25:begin
case(S)
0: code = 18;
1: code = 19;
2: code = 20;
3: code = 21;
default: code = 22;
endcase
end
26:begin
case(S)
0: code = 18;
1: code = 19;
2: code = 20;
3: code = 21;
default: code = 22;
endcase
end
27:begin
case(S)
0: code = 18;
1: code = 19;
2: code = 20;
3: code = 21;
default: code = 22;
endcase
end
28:begin
case(S)
0: code = 18;
1: code = 19;
2: code = 20;
3: code = 21;
default: code = 22;
endcase
end
29:begin
case(S)
0: code = 18;
1: code = 19;
2: code = 20;
3: code = 21;
default: code = 17;
endcase
end
30:begin
case(S)
0: code = 18;
1: code = 19;
2: code = 20;
3: code = 21;
default: code = 22;
endcase
end
31,32,33,34,35,36,37:begin
case(S)
0: code = 23;
1: code = 24;
2: code = 25;
3: code = 26;
4: code = 27;
5: code = 28;
default: code = 0;
endcase
end
default: code = 0;
endcase
end
assign valid_lookup = valid;
endmodule
==> flow/run.sh <==
#!/bin/bash
# OpenROAD 26Q1-2900-gdf79404cd8, Yosys 0.63+post, stock flow scripts
make -C /OpenROAD-flow-scripts/flow DESIGN_CONFIG=/design/flow/config.mk WORK_HOME=/design/flow/orfs finish
==> flow/config.mk <==
export PLATFORM = sky130hd
export DESIGN_NAME = tespar
export DESIGN_NICKNAME = tespar
export VERILOG_FILES = /design/flow/design.v
export SDC_FILE = /design/flow/constraint.sdc
export NUM_CORES = 4
export LEC_CHECK = 1
export CORE_AREA = 10 10 70 70
export DIE_AREA = 0 0 80 80
==> flow/constraint.sdc <==
current_design tespar

set clk_period 1.4
set clk_io_pct 0.2

create_clock -name clk0 -period $clk_period [get_ports {clk}]

set non_clock_inputs [all_inputs -no_clocks]
set_input_delay [expr $clk_period * $clk_io_pct] -clock clk0 $non_clock_inputs
set_output_delay [expr $clk_period * $clk_io_pct] -clock clk0 [all_outputs]
==> results.txt <==
yosys + openroad results -> status=finished, final reports clean, DRC Markers=0, Diodes inserted=0, tally of max-capacitance violations=0, maximum fanout count along the critical path=2, critical path data arrival time=1460 ps, hpwl dp=515 um, clock tree sinks=4, clock tree buffer depth=2, terminus of the critical flop-to-flop path=a1.D[0], layout cell share with drive strength beyond 1=25.7%, number of distinct library cell variants in the gate-level netlist after synthesis=11, top-level port count=16, drt total wl=583 um, cell type with the highest aggregate area in the netlist=dfrtp_1, die height=80 um, CTS tree=done, vias per cell=2.26, cell total in the yosys stat output=21, RSZ-0062 raised after global routing=false, clock buffers created by TritonCTS=3, wire per inst=7.20 um, Synth Warn #=2, R2R Setup Slk=260 ps, power density over the cells=883 nW/um^2, share of the core filled by cells before placement=7.11%, final critical-path required period=1340 ps, clock edge transition at the registers on the reported setup and hold paths=40 ps, launching element type of the critical path=input port, first-pass GRT wire length=972 um, die boundary width=80 um, Primary FF master, synth=dfrtp_1, Syn Inst Count=21, required time of the critical path=1520 ps, number of synthesized register bits=4, Post-synth area hogs=dfrtp_1, nor4_4, buf_4, antenna violations before repair=0, root buf cell=clkbuf_4, IR Drop Worst-Case VDD=0.303 mV, hold slack final=231 ps, average size of a mapped cell=11.6 um^2, final antenna-violating net count=0, total setup violations reported at the end of the flow=0, number of OpenROAD warnings=25, maximum level of the CTS H-tree=1, utilization of the core after routing=12.3%, pin count of the biggest net entering global routing=5, most used standard cells in the synthesized netlist=buf_4, dfrtp_1, inv_1, nor4_4, worst reg-to-reg path cell count=3, post-synth tally of flip-flops with integrated enable=0, DR vias=183, floorplan row count=21, path type of the worst min-delay path=in2async, register area share after synthesis=41.2%, kind of critical path=in2reg, I/O Buffers=11, final weighted congestion of routability-driven global placement=0.700, capturing instance or port of the critical path=a1.D[0], proportion of register bits with asynchronous set or reset after synthesis=100%, Fmax achieved=746 MHz, Critical Path Start=din[6], most common cell in the synthesized netlist=buf_4, chip area line of the yosys report=243 um^2, Core Region=3420 um^2, global-route congestion overflow total=0, vias in the first global route=227, quantity of hold-fixing buffers added after cts=0, area growth from synthesis to layout=73.7%, Netlist Area Pre-Place=243 um^2, Initial DRT Pass Iterations=1, leakage power figure=0.000163 uW, clk ins delay skew pair=240 ps, global-route usage over all layers=2.02%, Max Clock Skew=2.42 ps, Synth top area share=41.2%, floorplan die area=6400 um^2, post-route fraction of the period consumed by the critical path=95.7%, count of final max-slew check failures=0, initial DRC count=0, startpoint of the worst register-to-register path=a1.prev_din[7], element type at the critical path end=flip-flop, Final Hold Violating Endpoints=0
[layout by cell type, fill, tap and decap left out, drive strengths merged]
master,n
inv,3
conb,4
dfrtp,4
nor4,2
buf,2
clkbuf,3
nand2,1
clkdlybuf4s50,11
a21oi,2
mux2,1
xnor2,1
a31oi,1
[layout make-up]
cell class / count / area (um^2)
Inverter: 3 / 11.3
Sequential cell: 4 / 100
Tap cell: 46 / 57.6
Multi-Input combinational cell: 12 / 105
Timing Repair Buffer: 13 / 125
Clock buffer: 3 / 22.5
Fill cell: 413 / 2990
[stage by stage]
stage	cells	setup TNS (ps)	cell area, um^2	setup slack (ps)	power [uW]
final	81	0	422	59.5	372
after global routing	81	0	422	17.2	407
after global placement	77	-243	392	-225	221
after floorplan	24	0	254	324	177
after detailed placement	77	-311	392	-255	223
after CTS	80	0	414	0.390	374
[sequential cells by signal, summed over array words and instances, names as in the netlist]
| signal | flops |
|---|---|
| a1.prev_din | 1 |
| a1.D | 1 |
| a1.prev_sign | 1 |
| a1.valid | 1 |
[power by group]
group | internal, uW | total [uW] | switching, uW
Clock | 96.0 | 145 | 49.2
Sequential | 130 | 137 | 6.80
Combinational | 63.3 | 90.2 | 26.9
[logic make-up (layout without fill, tap and decap cells)]
kind of cell | after synthesis | count (layout) | synth area share (%)
buf+inv | 8 | 19 | 20.1
mux | 1 | 1 | 6.18
flops | 4 | 4 | 41.2
xor+xnor | 1 | 1 | 3.61
other cells | 1 | 4 | 1.54
compound gates | 3 | 3 | 8.25
simple gates | 3 | 3 | 19.1
[metal layers]
metal	share of wire (%)	global-route usage, %	vias to the layer above
li1	-	-	87
met1	52	2.47	77
met3	16	2.16	3
met4	1.2	0.352	0
met2	30	2.33	16
met5	0	0	-
[critical path, stage by stage]
cell	delay, ps
clkdlybuf4s50_1	450
nor4_4	320
a21oi_2	110
mux2_4	300
[timing repair]
item                                    in CTS  in global routing
setup buffers                                0                  1
resized                                      0                  0
endpoints found under the setup margin       0                  2
[worst min path at each step]
stage,start,end,slack (ps),cells after the start
6_report,reset,a1.D[0],230,2
5_1_grt,reset,a1.D[0],240,2
4_1_cts,reset,a1.valid,230,2
Power figures rest on the tool's default switching activity, not on a simulated workload.
